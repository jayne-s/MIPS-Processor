<file path="flow/run.sh">
#!/bin/bash
# OpenROAD 26Q1-2900-gdf79404cd8, Yosys 0.63+post, stock flow scripts
make -C /OpenROAD-flow-scripts/flow DESIGN_CONFIG=/design/flow/config.mk WORK_HOME=/design/flow/orfs finish
</file>
<file path="flow/config.mk">
export PLATFORM = sky130hd
export DESIGN_NAME = register_file
export DESIGN_NICKNAME = register_file
export VERILOG_FILES = /design/flow/design.v
export SDC_FILE = /design/flow/constraint.sdc
export NUM_CORES = 4
export LEC_CHECK = 1
export CORE_UTILIZATION = 30
</file>
<file path="flow/constraint.sdc">
current_design register_file

set clk_period 4.3
set clk_io_pct 0.2

create_clock -name clk0 -period $clk_period [get_ports {clock}]

set non_clock_inputs [all_inputs -no_clocks]
set_input_delay [expr $clk_period * $clk_io_pct] -clock clk0 $non_clock_inputs
set_output_delay [expr $clk_period * $clk_io_pct] -clock clk0 [all_outputs]
</file>
<file path="flow/design.v">
module register_file(
	input clock, 
  	input reg_write, 
  input [1:0] read_reg_1,
  input [1:0] read_reg_2,
  input [1:0] write_reg,
  input [23:0] write_data,
  output reg [23:0] read_data_1,
  output reg [23:0] read_data_2
);
  reg [23:0] registers [3:0];
  always @(negedge clock) begin
    if(reg_write)
      registers[write_reg] <= write_data;
  end
  always @(posedge clock) begin
    if ( read_reg_1 )
      read_data_1 <= registers[read_reg_1];
    else 
      read_data_1 <= 0 ;
    if( read_reg_2 )
      read_data_2 <= registers[read_reg_2];
    else
      read_data_2 <= 0 ;   
  end
endmodule
</file>
==> summary.txt <==
The flow completed. Pin count of the biggest net entering global routing landed at 27. First-pass GRT wire length landed at 14100 µm. The initial antenna violation count was 0. Compared with the post-synthesis result, the final layout area differs by 40.2%. The chip area line in the Yosys stat output reads 4460 µm². At the floorplan stage, the core utilization is reported as 30.7%. Clock slew seen by the registers of the worst setup and hold paths landed at 50 ps.

The pin closest to its max-slew limit shows a slew of 870 ps. Number of buffers between clock root and the deepest sink landed at 2. The global routing report lists combined usage of all routing layers as 13.1%. Per the GRT congestion report, total overflow comes to 0. Setup repair after global routing left no endpoint under its margin. The first detailed-routing pass took 4 iterations. The number of clock sinks came to 120. Number of global-route vias before repair landed at 2814. Post-synthesis instance area landed at 4460 µm². Area share of the leading cell type in the synthesized netlist landed at 48.5%.

Placed cell area landed at 5390 µm². From the final report, the count of setup violators was given as 0. Number of vias per cell landed at 4.37. Total negative setup slack landed at 0 ps. In this run the VDD rail shows a maximum IR drop of 0.292 mV. Total CTS buffers landed at 17. The layout summary lists the proportion of cells stronger than drive strength 1 as 21.5%. Measured along the y axis, the die boundary spans 124 µm. Number of port buffers landed at 79. Post-detailed-route DRC marker count landed at 0. The largest total area in the synthesized netlist belongs to sky130_fd_sc_hd__edfxtp_1.

Once the clock tree was built, the resizer swapped 0 gates to a different size. Total power normalized to cell area comes to 509 nW/µm². The final timing report lists clock skew as 34.1 ps. The analysis attributes to cell leakage a power of 2.69 nW.

The final timing report lists a hold violation count of 0. Instance tally after logic synthesis landed at 241. The worst setup path is captured at a flop.

TritonRoute output was used to compute an average wire per cell of 15.2 µm. The number of hold buffers added after CTS was 0. Wires add up to 9050 µm. In the Yosys stats the netlist draws on 16 distinct library cells.

The overall die size recorded for this design is 15300 µm². Counting flops and latches in the post-synthesis netlist gives 120. Data arrival time of the worst path landed at 1770 ps. Peak fanout along the critical path landed at 24. The detailed router finished its first iteration with 97 violations.

Pins over their slew limit in the final report were tallied at 0. Post-route cell area landed at 6250 µm². The synthesis report lists the most area-consuming cells as sky130_fd_sc_hd__edfxtp_1 49%, sky130_fd_sc_hd__dfxtp_1 22%, sky130_fd_sc_hd__mux2_4 13%, sky130_fd_sc_hd__a22o_1 9.2%, sky130_fd_sc_hd__mux2_2 2.3%. Area of the core region landed at 14500 µm².

Across all checked pins, the minimum headroom to the slew limit is 42.0%. Leaving out fill and tap cells, the most frequent cells in the layout are 77 x sky130_fd_sc_hd__clkdlybuf4s50_1, 73 x sky130_fd_sc_hd__inv_1, 72 x sky130_fd_sc_hd__edfxtp_1. Count of vias placed by the detailed router landed at 2608. Synthesized area per cell landed at 18.5 µm². After synthesis, the design contains 241 cells according to Yosys. Width of the die landed at 124 µm. Counting only logic cells after layout, the most numerous master is sky130_fd_sc_hd__clkdlybuf4s50_1. The tightest min-delay check is of the input port to flop type. Number of inserted diodes landed at 0. Endpoint required time on the critical path landed at 2270 ps. TritonCTS built the clock tree. Final estimated routing congestion in global placement landed at 0.716. Count of nets left with antenna violations after detail routing landed at 0. In this run the post-CTS setup repair buffer count came out at 0. Number of H-tree levels landed at 4. For reference, the most critical setup path is categorized as input port to flop. In this run the core area contains 44 standard-cell rows. For this run, the register share of the synthesized area comes to 70.1%.

The root buffer cell chosen for the clock tree is sky130_fd_sc_hd__clkbuf_16. The run finished with clean final reports. Detailed placement finished with a half-perimeter wire length of 5240 µm. Number of maximum-capacitance constraint violations landed at 0. Warnings raised by the tools during the run amount to 97. The warning tally printed by Yosys for this design is 1. STA classifies the critical path startpoint as an input port. The floorplan report gives the top-level pin count as 80. At the later pin of the worst-skew pair, clock insertion delay measures 440 ps.
## routing by layer
| layer | global-route usage [%] | vias up | part of all wire [%] |
|---|---|---|---|
| met2 | 21.1 | 108 | 50 |
| met1 | 17.0 | 1231 | 41 |
| met4 | 2.79 | 0 | 1.5 |
| li1 | - | 1260 | - |
| met3 | 5.47 | 9 | 7.7 |
| met5 | 0 | - | 0 |
## per-stage QoR
| stage | instances | power [mW] | hold slack (ps) | utilization, % | setup slack [ps] |
|---|---|---|---|---|---|
| 2_1_floorplan | 241 | 1.55 | 1120 | - | 198 |
| 3_3_place_gp | 494 | 1.69 | 1530 | 37.1 | 69.5 |
| 3_5_place_dp | 494 | 1.69 | 1520 | 37.1 | 63.8 |
| 4_1_cts | 597 | 3.23 | 1140 | 43.0 | 514 |
| 5_1_grt | 597 | 3.36 | 1200 | 43.0 | 459 |
| 6_report | 597 | 3.18 | 1140 | 43.0 | 501 |
## power by group
group,internal [mW],switching [mW],total [mW]
Combinational,0.161,0.0795,0.241
Clock,0.983,0.631,1.61
Sequential,1.30,0.0269,1.33
Total,2.44,0.738,3.18
## state kept, by name, summed over array words and instances (netlist names)
name         cells
read_data_1     24
read_data_2     24
registers       72
## worst max-delay path, stage by stage
cell and delay, ps:
sky130_fd_sc_hd__clkdlybuf4s50_1 490, sky130_fd_sc_hd__and3_1 210, sky130_fd_sc_hd__buf_12 200
## cells in the mapped netlist
library cell	number
sky130_fd_sc_hd__nor2_1	1
sky130_fd_sc_hd__dfxtp_1	48
sky130_fd_sc_hd__mux2_4	38
sky130_fd_sc_hd__a22o_1	47
sky130_fd_sc_hd__clkbuf_1	3
sky130_fd_sc_hd__buf_12	4
sky130_fd_sc_hd__and3_1	1
sky130_fd_sc_hd__buf_2	5
sky130_fd_sc_hd__mux2i_1	2
sky130_fd_sc_hd__inv_1	1
sky130_fd_sc_hd__nand2_1	2
sky130_fd_sc_hd__nor2b_4	2
sky130_fd_sc_hd__edfxtp_1	72
sky130_fd_sc_hd__mux2_2	9
sky130_fd_sc_hd__buf_6	5
sky130_fd_sc_hd__and3b_1	1
## path summary, 6_finish.rpt
check                                                 from                          to  slack, ps  cells after the start
worst max-delay path                             reg_write   registers[3][3]$_DFFE_NP_        500                      3
worst max register to register  registers[1][14]$_DFFE_NP_  read_data_1[14]$_SDFF_PN0_       1150                      2
worst min-delay path                         read_reg_1[1]  read_data_1[21]$_SDFF_PN0_       1140                      3
worst min register to register  registers[2][15]$_DFFE_NP_  read_data_2[15]$_SDFF_PN0_       2660                      1
## final cells by class
class	count	area (µm²)
fill	1304	8290
sequential	120	3120
multi-input combinational	103	1160
timing repair buffer	86	871
clock buffer	19	464
clock inverter	85	394
tap	184	230
## kinds of logic (layout without fill, tap and decap cells)
logic type | count (synthesis) | after routing | share of synthesized area [%]
buffers and inverters | 18 | 190 | 3.96
flip-flops | 120 | 120 | 70.1
AND-OR/OR-AND | 47 | 47 | 9.24
multiplexers | 49 | 49 | 15.5
AND/OR/NAND/NOR | 7 | 7 | 1.21
No activity file was given, so power comes from the tool's default toggle rates.
