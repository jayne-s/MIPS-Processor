**flow/design.v**
```verilog
module ALU(input[23:0] regA, input[23:0] regB, output reg[23:0] result, input[2:0] select, input carry_in, output[2:0] flags);
parameter C_FLAG = 2;
parameter Z_FLAG = 1;
parameter N_FLAG = 0;
parameter ADD = 0;
parameter SUB = 1;
parameter SUB_R = 2;
parameter INC = 3; 
parameter AND = 4;
parameter OR = 5;
parameter XOR = 6;
parameter EQ = 7;
reg C, Z, N, beq_result;
  always @(*) 
    begin
      case (select)
        ADD: {C, result} <= regA + regB;
        SUB: {C, result} <= regA - regB;
       	SUB_R: {C, result} <= regB - regA;
        INC: {C, result} <= regA + 1;
        AND: {C, result} <= regA & regB;
        OR: {C, result} <= regA | regB;
        XOR: {C, result} <= regA ^ regB;
        EQ: {C, result} <= (regA != regB) ? 1 : 0;
        default: {C, result} <= regA + regB;
      endcase
      if(result == 0) 
         Z <= 1;
      else 
         Z <= 0;
      if(result[23] == 1) 
        begin
        N <= 1;
        end
  	  else 
       N <= 0;
  end
  assign flags[2] = C;
  assign flags[1] = Z;
  assign flags[0] = N;
endmodule
```
**flow/run.sh**
```bash
#!/bin/bash
# OpenROAD 26Q1-2900-gdf79404cd8, Yosys 0.63+post, stock flow scripts
make -C /OpenROAD-flow-scripts/flow DESIGN_CONFIG=/design/flow/config.mk WORK_HOME=/design/flow/orfs finish
```
**flow/config.mk**
```make
export PLATFORM = sky130hd
export DESIGN_NAME = ALU
export DESIGN_NICKNAME = ALU
export VERILOG_FILES = /design/flow/design.v
export SDC_FILE = /design/flow/constraint.sdc
export NUM_CORES = 4
export LEC_CHECK = 1
export CORE_UTILIZATION = 50
```
**flow/constraint.sdc**
```tcl
current_design ALU

set clk_period 16.7
set clk_io_pct 0.2

create_clock -name clk0 -period $clk_period

set non_clock_inputs [all_inputs -no_clocks]
set_input_delay [expr $clk_period * $clk_io_pct] -clock clk0 $non_clock_inputs
set_output_delay [expr $clk_period * $clk_io_pct] -clock clk0 [all_outputs]
```
==> impl_metrics.py <==
# Auto-generated metrics
metrics = {
    "sta": {
        "relSlewSlack_pct": 41.07,
        "hold_violations": 0,
        "tns_ps": 0,
        "drv_slew": 0,
        "worst_pin_slew_ps": 875.9,
        "fmax_mhz": 80.40,
        "post-route-period-util_pct": 74.47,
        "setup_viol_count_final": 0,
        "rsz0062_at_grt": "false",
        "finalCriticalPeriod_ps": 12440,
    },
    "worst_setup_path": {
        "cp-start-kind": "primary input",
        "required_ps": 13360,
        "cp-startpoint": "select[2]",
        "crit_end": "flags[1]",
        "worst_setup_path_end_kind": "output pin",
        "worstPathMaxFanout": 32,
        "critPathKind": "in -> out",
        "critPathArrivalTime_ps": 9100,
    },
    "job": {
        "warnings": 106,
        "max_cap_viol_count": 0,
    },
    "logic_synthesis": {
        "synth_top_area_share_pct": 23.43,
        "syn_area_um2": 6409,
        "avgSynthCellArea_um2": 6.767,
        "topCombFamilyByArea": "AND-OR/OR-AND gates",
        "yosysWarnings": 1,
        "area_leaders": "ha_1 (23%), a21oi_1 (7.0%), nor2_1 (5.2%), inv_1 (5.2%), o21ai_0 (4.1%)",
        "synth_cell_types": 86,
        "xor_area_share_pct": 3.417,
        "ys_seq_share_pct": 0,
        "synthMuxAreaShare_pct": 1.972,
        "aoi_share_pct": 37.76,
        "synth_chip_area_um2": 6409,
        "ys_cells": 947,
        "simple_gate_share_pct": 23.00,
        "yosys.area.top_type": "ha_1",
        "syn_inst": 947,
        "adder_share_pct": 24.37,
    },
    "worst_hold_path": {
        "hold_class": "in -> out",
    },
    "global_route": {
        "grt_usage_pct": 36.02,
        "grt_max_degree": 60,
        "first_global_vias": 6668,
        "gr-total-overflow": 0,
        "grt_pass1_wl_um": 36480,
        "grt_antenna_before_repair": 1,
    },
    "power": {
        "leakage_nw": 3.146,
        "pwr-share-seq_pct": 0,
        "vdd_drop_max_mv": 0.02147,
        "switchingPower_w": 0.0001588,
        "swShare_pct": 58.33,
        "p_per_area_nw_per_um2": 37.79,
        "intPower_w": 0.0001135,
        "comb_power_share_pct": 100.0,
        "p_clk_share_pct": 0,
    },
    "final_layout": {
        "postLayoutCoreUtil_pct": 58.77,
        "nFillCells": 1184,
        "nFlopsAndLatches": 0,
        "final_cell_mix": "ha_1 (120), nor2_1 (89), a21oi_1 (89)",
        "regArea_um2": 0,
        "layout_top_cell": "ha_1",
        "layout-drive-gt1-share_pct": 4.601,
        "clock_buffers": 0,
        "area_growth_pct": 12.44,
    },
    "routing": {
        "wl_per_cell_um": 20.47,
        "vias_per_cell": 6.541,
        "vias": 7496,
        "ant_nets": 0,
        "drt_wl_total_um": 23460,
        "diodes": 0,
        "firstDrtPassIters": 6,
        "drt-initial-drc-count": 901,
        "drc_errors": 0,
    },
    "die": {
        "fp-row-count": 40,
        "die-area_um2": 13270,
        "core_region_area_um2": 12260,
        "chipWidth_um": 115.2,
        "fp_util_pct": 52.27,
        "die_y_um": 115.2,
        "ios": 79,
    },
    "place": {
        "dp_hpwl_um": 18520,
        "portBuffers": 78,
        "routabilityCongestion": 1.031,
    },
    "clocking": {
        "post_cts_buffers": 0,
        "cts_hold_buf": 0,
        "ctsResizeCount": 0,
    },
    "status": {
        "status": "completed",
    },
}
[cells by family (layout without fill, tap and decap cells)]
group / count (synthesis) / in the layout
compound gates: 350 / 350
simple gates: 288 / 288
buf+inv: 150 / 181
fa+ha+maj: 123 / 123
xor+xnor: 25 / 25
mux: 11 / 11
[power by group through the flow]
stage | clock network [W] | logic (W) | registers, W
final | 0 | 0.000272 | 0
after CTS | 0 | 0.000267 | 0
after global routing | 0 | 0.000296 | 0
[through the flow]
| stage | area [um2] | std cells | hold WS (ps) | setup WS, ps | total power, W |
|---|---|---|---|---|---|
| floorplan | 6409 | 947 | 6958 | 5874 | 0.0001734 |
| finish | 7206 | 1146 | 7508 | 4263 | 0.0002723 |
| CTS | 7206 | 1146 | 7511 | 4434 | 0.0002667 |
| detailed placement | 7206 | 1146 | 7508 | 4446 | 0.0002647 |
| global placement | 7206 | 1146 | 7497 | 4482 | 0.0002614 |
| global route | 7206 | 1146 | 7538 | 3946 | 0.0002964 |
[cell usage after synthesis (13+ instances only)]
cell      number
nand3_1       18
a21oi_1       89
o211ai_1      19
o21ai_0       53
clkbuf_1      32
nor2_1        89
ha_1         120
buf_2         18
nor4_1        15
nor2b_1       18
nand2b_1      18
o21bai_1      13
xnor2_1       15
a31oi_1       30
a211oi_1      14
inv_1         88
nand2_1       54
nor3_1        15
[worst max-delay path, stage by stage]
cell and delay [ps]:
clkdlybuf4s50_1 400, buf_4 270, inv_1 680, nand3_1 210, nand2_1 130, ha_1 180
inv_1 60, fa_1 430, nor2b_1 210, a21oi_1 130, a211oi_1 580, o41ai_2 260
xnor2_1 180, a221o_1 340, nand4b_1 240, nor4_2 520, nand4b_1 180, nor4_2 250
clkdlybuf4s50_1 500
[final cells by class]
type | instances | area [um2] | area share [%]
inverter | 93 | 349.1 | 4.845
multi-input combinational | 797 | 5801 | 80.50
tap | 168 | 210.2 | 2.917
timing repair buffer | 88 | 845.8 | 11.74
[how the worst min path moves through the flow]
stage / end / depth (start not counted) / start
5_1_grt: result[0] / 3 / select[0]
6_report: result[0] / 3 / select[0]
4_1_cts: result[0] / 3 / select[0]
[routing by layer]
layer	routed length, um	up-vias	GRT usage [%]
met3	2450	43	7.614
met2	9900	413	54.82
met5	13	-	0
met1	10410	3474	52.03
li1	-	3564	-
met4	683	2	8.052
Power figures rest on the tool's default switching activity, not on a simulated workload.
